**design/flow/config.mk**
```make
export PLATFORM = sky130hd
export DESIGN_NAME = project
export DESIGN_NICKNAME = project
export VERILOG_FILES = /design/flow/design.v
export SDC_FILE = /design/flow/constraint.sdc
export NUM_CORES = 4
export LEC_CHECK = 1
export CORE_UTILIZATION = 30
```
**design/flow/constraint.sdc**
```tcl
current_design project

set clk_period 3.7
set clk_io_pct 0.2

create_clock -name clk0 -period $clk_period [get_ports {CLOCK_50}]

set non_clock_inputs [all_inputs -no_clocks]
set_input_delay [expr $clk_period * $clk_io_pct] -clock clk0 $non_clock_inputs
set_output_delay [expr $clk_period * $clk_io_pct] -clock clk0 [all_outputs]
```
**design/flow/design.v**
```verilog
module project(SW,KEY,CLOCK_50,LEDR,LEDG);
	input [4:0] SW;  
	input [1:0] KEY;  
	input CLOCK_50;  
	output [0:0] LEDR;  
	output [2:0] LEDG;	 
	reg [25:0] count;	 
	reg [4:0] length;	 
	reg [4:0] counter;	 
	reg [3:0] M;	 
	reg [3:0] Q;	 
	reg z;			 
	reg[2:0] y_Q, Y_D;	 
	parameter Aa = 5'b00000, Ba = 5'b00001, Ca = 5'b00010, Da = 5'b00011, Ea = 5'b00100,
				Fa = 5'b00101, Ga = 5'b00110, Ha = 5'b00111, Ia = 5'b01000, Ja = 5'b01001,
				Ka = 5'b01010, La = 5'b01011, Ma = 5'b01100, Na = 5'b01101, Oa = 5'b01110,
				Pa = 5'b01111, Qa = 5'b10000, Ra = 5'b10001, Sa = 5'b10010, Ta = 5'b10011,
				Ua = 5'b10100, Va = 5'b10101, Wa = 5'b10110, Xa = 5'b10111, Ya = 5'b11000,
				Za = 5'b11001;
	parameter A = 5'b00000, B = 5'b00001, C = 5'b00010, D = 5'b00011, E = 5'b00100;  
	assign LEDR = z;
	always @(SW)  
	begin: letter_selection
		case(SW[4:0])
			Aa: begin
					length = 5'b00010;
					M = 4'b0100;
				end
			Ba: begin
					length = 5'b00100;
					M = 4'b1000;
				end
			Ca: begin
					length = 5'b00100;
					M = 4'b1010;
				end
			Da: begin
					length = 5'b00011;
					M = 4'b1000;
				end
			Ea: begin
					length = 5'b00001;
					M = 4'b0000;
				end
			Fa: begin
					length = 5'b00100;
					M = 4'b0010;
				end
			Ga: begin
					length = 5'b00011;
					M = 4'b1100;
				end
			Ha: begin
					length = 5'b00100;
					M = 4'b0000;
				end
			Ia: begin
					length = 5'b00010;
					M = 4'b0000;
				end
			Ja: begin
					length = 5'b00100;
					M = 4'b0111;
				end
			Ka: begin
					length = 5'b00011;
					M = 4'b1010;
				end
			La: begin
					length = 5'b00100;
					M = 4'b0100;
				end
			Ma: begin
					length = 5'b00010;
					M = 4'b1100;
				end
			Na: begin
					length = 5'b00010;
					M = 4'b1000;
				end
			Oa: begin
					length = 5'b00011;
					M = 4'b1110;
				end
			Pa: begin
					length = 5'b00100;
					M = 4'b0110;
				end
			Qa: begin
					length = 5'b00100;
					M = 4'b1101;
				end
			Ra: begin
					length = 5'b00011;
					M = 4'b0100;
				end
			Sa: begin
					length = 5'b00011;
					M = 4'b0000;
				end
			Ta: begin
					length = 5'b00001;
					M = 4'b1000;
				end
			Ua: begin
					length = 5'b00011;
					M = 4'b0010;
				end
			Va: begin
					length = 5'b00100;
					M = 4'b0001;
				end
			Wa: begin
					length = 5'b00011;
					M = 4'b0110;
				end
			Xa: begin
					length = 5'b00100;
					M = 4'b1001;
				end
			Ya: begin
					length = 5'b00100;
					M = 4'b1011;
				end
			Za: begin
					length = 5'b00100;
					M = 4'b1100;
				end
		endcase
	end	 
	always @(Q[3], KEY[1:0], counter, y_Q) 
	begin: state_table
		case (y_Q)
			A: if (!KEY[1]) Y_D = B;  
				else Y_D = A;  
			B: if (!Q[3]) Y_D = E;  
				else Y_D = C;  
			C: if (!KEY[0]) Y_D = A;  
				else Y_D = D;			 
			D: if (!KEY[0]) Y_D = A;  
				else Y_D = E;			 
			E: if (counter == 0) Y_D = A;  
				else Y_D = B;					 
		default: Y_D = 5'bxxxxx;  
		endcase
	end	 
	always @(posedge CLOCK_50)
	begin
		if (count < 50000000/2)  
			count <= count + 1;
		else
		begin
			count <= 0;
			y_Q <= Y_D;  
			if (Y_D == A) begin  
				counter <= length;
				Q <= M;
			end
			if (Y_D == E) begin     
				counter <= counter - 1;  
				Q[3] <= Q[2];
				Q[2] <= Q[1]; 
				Q[1] <= Q[0];
				Q[0] <= 1'b0;
			end
		end
	end
	always @(y_Q)
	begin: zassign
		case (y_Q)
			B: z = 1;  
			C: z = 1;  
			D: z = 1;  
			default: z = 0;  
		endcase
	end
endmodule 
```
**design/flow/run.sh**
```bash
#!/bin/bash
# OpenROAD 26Q1-2900-gdf79404cd8, Yosys 0.63+post, stock flow scripts
make -C /OpenROAD-flow-scripts/flow DESIGN_CONFIG=/design/flow/config.mk WORK_HOME=/design/flow/orfs finish
```
==> job_summary.md <==
## Implementation flow summary

| Metric | Value |
|---|---|
| Status | finished clean |
| Post-CTS Resized | 0 |
| Commonest cells in the netlist | 44 x nor2_1, 31 x dfxtp_1, 20 x nand2_1, 17 x xor2_1, 11 x xnor2_1 |
| Maximum Capacitance Violations | 0 |
| Setup total negative slack | 0 ns |
| Max H-tree Level | 2 |
| CP max FO | 12 |
| Area leader, netlist | dfxtp_1 |
| Routed wire length | approximately 3.8 mm |
| Peak Freq | between 400 and 500 MHz |
| Crit start category | primary input |
| Vias in the first global route | about 1500 |
| Worst rel slew slack | 49.73% |
| Antenna Cells | 0 |
| Post-synth area from yosys stat | ~0.0023 mm^2 |
| Initial antenna violation count | 0 |
| Post-route ant nets | 0 |
| GPL Wtd Cong | about 0.77 |
| # port buffers | 8 |
| Core area | between 0.007 and 0.008 mm^2 |
| Share of layout cells above drive strength 1 | 8.779% |
| DR pass1 iterations | 4 |
| Die height | between 80 and 90 um |
| P&R area growth vs syn | 12.88% |
| Register pins left without a clock | 7 |
| Worst VDD drop | roughly 190 uV |
| # hold bufs at CTS | 0 |
| Chip area | between 0.007 and 0.008 mm^2 |
| Most frequent cell after synthesis | nor2_1 |
| Tot Pwr | just over 1 mW |
| CP Capture Type | register |
| I/O Pins | 12 |
| Cells after DPL | around 350 |
| Top cells, area | dfxtp_1 27%, edfxtp_1 12%, nor2_1 7.2%, xor2_1 6.5%, dlxtn_1 4.6% |
| Via density | ~4.6 |
| Final min period | around 2.4 ns |
| Gr usage total | 10.44% |
| Number of DRC markers in iteration 0 | 33 |
| Crit path DRT | between 3 and 4 ns |
| Register bit total from synthesis | roughly 47 |
| Most used flip-flop cell | dfxtp_1 |
| Synth Instances | between 200 and 300 |
| HP Class | reg -> reg |
| OpenROAD warnings | 25 |
| Pleak | 0.9669 nW |
| Final instance area | between 0.002 and 0.003 mm^2 |
| Power Density | roughly 400 mW/mm^2 |
| Period utilisation layout | between 60 and 70% |
| Clock Latency Late Sink | around 0.29 ns |
| Total CTS buffers | 5 |
| Post-CTS Setup Inserts | 0 |
| Worst-path clk slew | 0.08 ns |
| Setup Skew | 0.006744 ns |
| Num rows | 31 |
| Core Density at Floorplan | between 30% and 40% |
| CTS tree | built |
| Setup violators final | 0 |
| Final Max Tran Viols | 0 |
| Final non-filler cell total | around 360 |
| Pin count of the biggest net entering global routing | 31 |
| Mean Syn Cell Area | ~8.9 um^2 |
| Avg WL per Cell | approximately 10 um |
| Bufs on Longest Clock Path | 2 |
| Final hold slack | a little under 0.5 ns |
| Root buffer cell | clkbuf_8 |
| Worst-margin pin slew | 0.7490 ns |
| Unique masters post-synth | 47 |
| Final HPWL DP | about 2.6 mm |
| Post-synth EDFFs | 9 |
| First-pass GRT wire length | ~6.6 mm |
| Via Count | 1647 |
| Flop-to-flop setup slack | 1.43 ns |
| YS warnings | 4 |
| Residual DRC count | 0 |
| Crit Path Class | in -> reg |
| Synthesized area | between 0.002 and 0.0025 mm^2 |
| Fin. Hold Viols | 0 |
| Area leader share | between 20% and 30% |
| DP Area | 0.002417 mm^2 |
| RSZ-0062 raised after global routing | false |
| Total grt overflow | 0 |
| Endpoints left unconstrained | 7 |
| Die width | just under 90 um |
| Post-synthesis async set-or-reset flop share | 0% |
| Arrival time at the worst endpoint | 2.40 ns |
| Ys cells | around 260 |
-- layout by cell type, fill, tap and decap left out, types with 2 or more instances in the layout --
cell and n:
nand3b_1 2, a21oi_1 10, and2_1 5, edfxtp_1 9
xnor2_1 11, nand4_1 5, o2bb2ai_1 3, nor2_1 44
nand3_1 9, or3_1 2, clkdlybuf4s50_1 8, or2_2 2
nor3_1 9, o21ai_0 8, clkbuf_8 5, nand2_1 20
bufinv_16 3, conb_1 4, ha_1 2, nor4_4 2
dfxtp_1 31, o22ai_1 2, mux2_2 6, and3_1 3
inv_1 10, dlxtn_1 7, xor2_1 17, nor2b_1 2
nand2b_1 4
-- cell type report --
| type | count | area, um^2 |
|---|---|---|
| multi-input combinational | 188 | 1172 |
| fill | 766 | 4716 |
| tap | 99 | 123.9 |
| clock inverter | 3 | 90.09 |
| sequential | 47 | 996.0 |
| clock buffer | 5 | 68.82 |
| timing repair buffer | 9 | 87.58 |
| inverter | 10 | 37.54 |
-- state kept, by name, summed over array words and instances, names as in the netlist --
name     cells
count       26
counter      5
y_Q          5
M            4
Q            4
length       3
-- worst max-delay path, cell delays in order --
cell	delay (ns)
clkdlybuf4s50_1	0.47
nand3b_1	0.12
a21oi_1	0.07
o21ai_1	0.60
mux2_2	0.40
-- logic make-up (layout without fill, tap and decap cells) --
kind of cell             count (synthesis)  in the layout  synth area share [%]
flip-flops                              40             40                 39.04
other                                    1              4                0.1643
AND-OR/OR-AND                           36             36                 10.80
buffers and inverters                   24             27                 5.482
adder cells (fa/ha/maj)                  2              2                 1.096
latches                                  7              7                 4.605
AND/OR/NAND/NOR                        111            111                 24.62
XOR/XNOR                                28             28                 10.75
multiplexers                             7              7                 3.454
-- path summary, 6_finish.rpt --
kind	start	endpoint	cells past startpoint
max	KEY[0]	Q[3]	5
max reg2reg	counter[0]	Q[3]	6
min	y_Q[0]	y_Q[0]	2
min reg2reg	y_Q[0]	y_Q[0]	2
-- layer usage --
layer  share of wire, %  global-route usage, %  wire length (um)
met1                 51                  15.35              1932
met5                  0                      0                 0
met3                3.1                  2.060               117
met2                 45                  16.79              1682
met4               0.90                  1.299                34
-- where the power goes --
| part | switching, mW | internal (mW) | leakage, nW |
|---|---|---|---|
| Combinational | 0.0370 | 0.0275 | 0.501 |
| Sequential | 0.00544 | 0.459 | 0.388 |
| Clock | 0.153 | 0.337 | 0.0784 |
| Total | 0.196 | 0.823 | 0.967 |
-- per-stage QoR --
stage | utilization, % | worst slack (ns)
final | 35.33 | 1.347
after global routing | 35.33 | 1.146
after CTS | 35.33 | 1.342
after detailed placement | 33.15 | 1.027
after global placement | 33.15 | 1.070
after floorplan | - | 1.783
No activity file was given, so power comes from the tool's default toggle rates.
